File: /design/flow/design.v
module UartTx(
input[31:0]  PWDATA, 
input        Txstart,
input        PRESETn,
input        tick,
input        PCLK,
output reg   Txd,
output reg   TxD_done
);
  localparam IDLE         = 2'b00;
  localparam TX_START_BIT = 2'b01;
  localparam TX_DATA_BITS = 2'b10;
  localparam TX_STOP_BIT  = 2'b11;
 	reg [1:0]  STATE;
  reg [3:0] r_Clock_Count;
  reg [4:0] r_Bit_Index;
  reg [31:0] r_TX_Data;
 	always@(posedge PCLK or negedge PRESETn)begin
 	  if(~PRESETn) STATE <= 2'b00;
 	  else begin
 	    TxD_done <= 1'b0;
 	    case(STATE)
 	      IDLE: begin
 	        Txd <= 1'b1;
 	        r_Clock_Count <= 0;
          r_Bit_Index   <= 0;
          if (Txstart == 1'b1) begin
            r_TX_Data   <= PWDATA;
            STATE   <= TX_START_BIT;
          end
          else
            STATE <= IDLE;
        end 
      TX_START_BIT: begin
        Txd <= 1'b0;
        if(tick)begin
          if(r_Clock_Count == 15) begin
            r_Clock_Count <= 0;
            STATE <= TX_DATA_BITS;
          end 
          else begin
            r_Clock_Count <= r_Clock_Count + 1;
            STATE   <= TX_START_BIT;
          end
        end 
        else STATE   <= TX_START_BIT;
      end
      TX_DATA_BITS: begin
        Txd <= r_TX_Data[r_Bit_Index];
        if(tick)begin
          if(r_Clock_Count == 15) begin
            r_Clock_Count <= 0;
            if(r_Bit_Index == 31)begin 
              r_Bit_Index   <= 0;
              STATE   <= TX_STOP_BIT;
            end
            else begin
              r_Bit_Index <= r_Bit_Index + 1;
              STATE   <= TX_DATA_BITS;
            end
          end
          else begin
            r_Clock_Count <= r_Clock_Count + 1;
            STATE   <= TX_DATA_BITS;
          end
        end
        else STATE   <= TX_DATA_BITS;
      end
      TX_STOP_BIT:  begin
        Txd <= 1'b1;
        if(tick)begin
          TxD_done <= 1'b1;
          STATE <= IDLE;
        end
        else STATE <= TX_STOP_BIT;
      end
 	   endcase
 	  end
 	end
endmodule
File: /design/flow/run.sh
#!/bin/bash
# OpenROAD 26Q1-2900-gdf79404cd8, Yosys 0.63+post, stock flow scripts
make -C /OpenROAD-flow-scripts/flow DESIGN_CONFIG=/design/flow/config.mk WORK_HOME=/design/flow/orfs finish
File: /design/flow/config.mk
export PLATFORM = sky130hd
export DESIGN_NAME = UartTx
export DESIGN_NICKNAME = UartTx
export VERILOG_FILES = /design/flow/design.v
export SDC_FILE = /design/flow/constraint.sdc
export NUM_CORES = 4
export LEC_CHECK = 1
export CORE_UTILIZATION = 50
File: /design/flow/constraint.sdc
current_design UartTx

set clk_period 3.3
set clk_io_pct 0.2

create_clock -name clk0 -period $clk_period [get_ports {PCLK}]

set non_clock_inputs [all_inputs -no_clocks]
set_input_delay [expr $clk_period * $clk_io_pct] -clock clk0 $non_clock_inputs
set_output_delay [expr $clk_period * $clk_io_pct] -clock clk0 [all_outputs]
==> run notes <==
State of the implementation.

- The highest supply drop recorded on VDD is 0.384 mV.
- Setup repair after global routing left no endpoint under its margin.
- For the worst reg-to-reg path, the startpoint reported by OpenROAD is r_Bit_Index[0].
- The area share of the largest cell type after synthesis is 66.3%, for reference.
- Once the clock tree was built, the setup fixing pass inserted 0 buffers.
- The number of max-slew violations in the final report is 0, for reference.
- For this sky-water flow run, the detailed-routed wirelength per cell is reported as 13.8 um.
- The relative contribution of combinational cells to total power is 10.3%, for reference.
- The number of H-tree branching levels is 2, for reference.
- The static power due to leakage is 0.000900 uW, for reference.
- In the log, the iteration count for the first detailed-route pass is 4.
- The residual antenna-violating net count after detailed routing is 0, for reference.
- The ratio of final minimum period to clock period is 69.1%, for reference.
- Yosys reported that registers with async set or reset make up 8.51%.
- The library cell occupying the most area in the post-synthesis netlist is sky130_fd_sc_hd__edfxtp_1, for reference.
- Per the skew report, the later register of the worst-skew pair sees a clock latency of 300 ps.
- Once synthesis finished, the tally of register bits stood at 47.
- Of the cells placed in the final design, the portion with a size suffix greater than 1 is 11.9%.
- The biggest cell delay along the critical path is 590 ps, for reference.
- The final sum of negative setup slack is 0 ps, for reference.
- The register-to-register setup slack is 1020 ps, for reference.
- The total of fill cells in the finished design is 255, for reference.
- The relative slew slack is 59.6%, for reference.
- The first global-routing pass estimated 4.73 mm of wire.
- Looking at the reg2reg group, the worst path ends at Txd.
- The number of warnings the tools reported is 26, for reference.
- Max-cap violations in this run came to 0.
- According to the timing report, the data required time at the worst endpoint equals 3350 ps.
- The sequential cells in the finished layout cover a total of 1390 um^2.
- In this run the standard cell core region covers 3690 um^2.
- Among logic cells in the layout, the one with the most instances is sky130_fd_sc_hd__edfxtp_1.
- The number of antenna violations at the first check in global routing came to 0.
- The global placer's final weighted congestion is 0.814, for reference.
- The flow ran to the end, and the final reports show no timing, DRC or antenna violations.
- The largest net degree at the start of global routing is 25, for reference.
- The placement row count is 22, for reference.
- The net switching power is 264 uW, for reference.
- The post-synthesis cell area is 1950 um^2, for reference.
- After detailed routing, the number of vias per cell comes to 5.11.
- Subtracting the final worst setup slack from the clock period gives 2280 ps.
- For the pin with the worst max-slew slack, the measured transition is 601 ps.
- The worst setup path is launched from a register.
- For reference, the critical path is captured by Txd.
- Counting flops with a built-in enable in the synthesized netlist gives 43.
- Per the breakdown, switching nets consume 21.1% of all power.
- The chip width is 64.4 um, for reference.
- The synthesized netlist handed to floorplanning was reported with a cell count of 116.
- The number of antenna diodes is 0, for reference.
- The largest buffer count on any clock path is 2, for reference.
- The cell chosen for the clock root is sky130_fd_sc_hd__clkbuf_8, for reference.
- The worst setup path is captured at a register.
- The largest fanout on the critical path is 5, for reference.
- The DRC violation count after routing is 0, for reference.
- Per the detail_route report, the via count comes to 1062.
- In this run the tool buffered the top-level ports with 37 buffer cells.
- Per the Yosys statistics, synthesis produced 116 cells.
- Measured in cells, the most critical reg-to-reg path has a length of 4.
- Registers are responsible for 56.3% of the overall power.
- After floorplanning, the die was sized to cover 4150 um^2.
- By area the synthesized netlist is led by sky130_fd_sc_hd__edfxtp_1, sky130_fd_sc_hd__mux4_2, sky130_fd_sc_hd__dfrtp_1.
- After legalization and detailed placement, the total HPWL measured 2.09 mm.
- The internal power is 988 uW, for reference.
- The completed layout was analyzed and its total power is 1250 uW.
- Detailed-route iteration 0 reported a violation count of 68.
- Checking hold timing, the worst path is listed with class reg2reg.
- 38 I/O pins were placed.
- A synthesized cell averages 16.8 um^2.
- The all-layer global routing usage is 17.0%, for reference.
- Summed over all layers, the global routing overflow is 0.
- The number of hold buffers added after cts is 0, for reference.
- The data arrival time of the critical path is 2330 ps, for reference.
- The sequential fraction of the synthesis area is 71.5%, for reference.
- After clock tree synthesis, the repair step resized 0 gates.
- Total power normalized to cell area comes to 499 nW/um^2.
- The signal on the critical path passes through mux4_1 -> mux2_2 -> or3_1 -> a311o_1.
- The leading register cell type out of synthesis is sky130_fd_sc_hd__edfxtp_1, for reference.
- The wire length after detailed routing is 2.87 mm, for reference.
- The TritonCTS clock tree is done, for reference.
- The gate-level netlist out of Yosys references 30 unique cell types.
- The number of global-route vias before repair was 1046.
- Warnings reported by Yosys during synthesis add up to 1.
- For this run, the final setup violation count is recorded as 0.
- According to the Yosys statistics, the synthesized design has a chip area of 1950 um^2.
- The number of sinks handled by clock tree synthesis is 47, for reference.
- By instance count after routing, the leading logic cell types are sky130_fd_sc_hd__edfxtp_1, sky130_fd_sc_hd__clkdlybuf4s50_1, sky130_fd_sc_hd__nor2_1, sky130_fd_sc_hd__inv_1, sky130_fd_sc_hd__mux2i_1.
- Buffers inserted during clock tree synthesis total 5.
- The slowest cell on the critical path is sky130_fd_sc_hd__mux4_1, for reference.
- The total area of multi-input combinational cells is 517 um^2, for reference.
- The clock power share is 33.4%, for reference.
- The registers of the reported paths see a clock transition of 80 ps.
- The synthesis-to-layout area growth is 28.8%, for reference.
- The critical path is of the reg2reg type.
- The final hold violation count is 0, for reference.
- The core utilization at floorplan is 52.8%, for reference.
- Static timing analysis puts the maximum clock frequency at 439 MHz.
- The clock tree skew after final layout is 8.94 ps, for reference.
- The floorplan step set the die height to 64.4 um.
- Tracing the worst setup path back leads to its startpoint at r_Bit_Index[0].
==> registers in the layout (all words and copies together), names as in the netlist <==
| name | count |
|---|---|
| r_Bit_Index | 5 |
| r_TX_Data | 32 |
| TxD_done | 1 |
| Txd | 1 |
| STATE | 4 |
| r_Clock_Count | 4 |
==> synth_stat cells (all sizes together) (2+ instances only) <==
cell    instances
xnor2           3
ha              3
o21ai           3
mux4            6
nand3           3
nand2b          2
edfxtp         43
mux2            2
mux2i           7
nor2           11
inv             7
a31o            2
and3            2
clkbuf          2
dfrtp           3
a21boi          2
nand2           3
==> cell families after synthesis <==
kind of cell | synth area share [%]
flops | 71.5
simple gates | 6.17
mux | 12.1
compound gates | 4.56
buf+inv | 1.99
xor+xnor | 1.80
fa+ha+maj | 1.93
==> worst min-delay path by stage <==
stage | start | end | slack, ps | depth (start not counted)
CTS | STATE[0] | STATE[0] | 560 | 1
global route | STATE[0] | STATE[0] | 580 | 1
finish | STATE[0] | STATE[0] | 560 | 1
==> area by class of cell <==
type | count | area share (%)
Multi-Input combinational cell | 59 | 20.6
Clock inverter | 3 | 1.85
Timing Repair Buffer | 39 | 15.9
Clock buffer | 5 | 2.74
Tap cell | 48 | 2.39
Inverter | 7 | 1.05
Sequential cell | 47 | 55.5
==> metal layers <==
layer | track usage (%) | wire length (um) | vias up
met5 | 0 | 0 | -
met4 | 2.22 | 31 | 0
met3 | 5.54 | 168 | 4
met2 | 23.2 | 1260 | 29
met1 | 32.0 | 1420 | 499
li1 | - | - | 530
==> power by group through the flow <==
stage	Clock [uW]	Sequential [uW]	Combinational (uW)
global route	453	708	143
finish	418	705	129
CTS	424	705	129
==> critical path: cells and delay by family (launching register included) <==
kind,cells,cell delay (ps)
muxes,2,880
DFF,1,510
and+or+nand+nor,1,320
AOI/OAI and AO/OA,1,320
==> through the flow <==
stage          cells  instance area [um^2]  setup slack, ps  hold WS (ps)  util [%]
2_1_floorplan    116                  1950             1230           364         -
3_3_place_gp     200                  2390              949           525      64.9
3_5_place_dp     200                  2390              905           539      64.9
4_1_cts          208                  2510              992           559      68.0
5_1_grt          208                  2510              967           578      68.0
6_report         208                  2510             1020           561      68.0
No activity file was given, so power comes from the tool's default toggle rates.
