==> flow/design.v <==
module BaudRate(
  input   PCLK,
  output reg txClk
);
parameter CLOCK_RATE = 25000000;
parameter BAUD_RATE = 115200;
parameter Over_Sampling = 16;
parameter MAX_RATE_TX = CLOCK_RATE / (Over_Sampling * BAUD_RATE);
parameter TX_CNT_WIDTH = $clog2(MAX_RATE_TX);
reg [TX_CNT_WIDTH - 1:0] txCounter = 0;
initial begin
    txClk = 1'b0;
end
always @(posedge PCLK) begin
    if (txCounter == MAX_RATE_TX[TX_CNT_WIDTH-1:0]) begin
        txCounter <= 0;
        txClk <= ~txClk;
    end 
    else begin
        txCounter <= txCounter + 1'b1;
    end
end
endmodule
==> flow/run.sh <==
#!/bin/bash
# OpenROAD 26Q1-2900-gdf79404cd8, Yosys 0.63+post, stock flow scripts
make -C /OpenROAD-flow-scripts/flow DESIGN_CONFIG=/design/flow/config.mk WORK_HOME=/design/flow/orfs finish
==> flow/config.mk <==
export PLATFORM = sky130hd
export DESIGN_NAME = BaudRate
export DESIGN_NICKNAME = BaudRate
export VERILOG_FILES = /design/flow/design.v
export SDC_FILE = /design/flow/constraint.sdc
export NUM_CORES = 4
export LEC_CHECK = 1
export CORE_AREA = 10 10 70 70
export DIE_AREA = 0 0 80 80
==> flow/constraint.sdc <==
current_design BaudRate

set clk_period 1.8
set clk_io_pct 0.2

create_clock -name clk0 -period $clk_period [get_ports {PCLK}]

set non_clock_inputs [all_inputs -no_clocks]
set_input_delay [expr $clk_period * $clk_io_pct] -clock clk0 $non_clock_inputs
set_output_delay [expr $clk_period * $clk_io_pct] -clock clk0 [all_outputs]
==> impl_metrics.toml <==
# synthesis and place-and-route metrics
[placement]
hpwl_um = 201.7
dp.cells = 66
globalplace.congestion = 0.6387
place_ws_ps = 639.2
io_buffer_count = 1
placed_cell_area_um2 = 274.0

[clocking]
cts_buffers = 3
clk_pin_slew_ps = 40
post_cts_resized = 0
post-cts-setup-buffers = 0
clock_latency_ps = 240
root_buffer = "clkbuf_4"
cts_hold_buf = 0
clockBufferDepth = 2
cts_tree = "done"
cts_max_level = 1
cts.sinks = 5

[worst_setup_path]
critical_path.startpoint = "txClk$_DFFE_PN_"
worst-path-stages = 1
critPathBufInv = 1
crit_family = "buffers and inverters"
r2r-start = "txCounter[0]$_SDFF_PN0_"
max_stage_delay_ps = 460
slowest_stage = "clkdlybuf4s50_1"
r2r-end = "txClk$_DFFE_PN_"
critPathCapture = "txClk"
r2r_cells = 2
required_ps = 1440
critPathKind = "reg -> out"
worstPathCellList = "clkdlybuf4s50_1"
cp_max_fo = 2
reg2reg_slack_ps = 700
worstPathArrival_ps = 1030
worstSetupStartpointType = "flop"
endpoint_kind = "output pin"

[synth]
ys_sh_adder_pct = 12.12
aoi_share_pct = 7.273
common_cells = "dfxtp_1, inv_1, ha_1, nor2_1"
yosys-stat-cells = 19
ys_area_um2 = 206.4
seq_area_frac_synth_pct = 53.33
ys_async_sr_fraction_pct = 0
yosysUniqueCellTypes = 12
xor_share_pct = 0
ys_top_cells_by_area = "dfxtp_1, edfxtp_1, ha_1"
topCombFamilyByArea = "simple AND/OR/NAND/NOR gates"
flop_cell = "dfxtp_1"
largest_area_cell = "dfxtp_1"
simple_gate_area_share_pct = 16.36
syn_area_um2 = 206.4
synth_top_area_share_pct = 38.79
edf_count = 1
synth_warnings = 1
ys_sh_mux_pct = 5.455
syn_avg_cell_area_um2 = 10.87
syn_inst = 19
numSynthFlops = 5
synth.most_common_cell = "dfxtp_1"

[sta]
worst_slew_margin_rel_pct = 89.99
fin_worst_hold_slack_ps = 472.7
skew_ps = 2.167
finalMaxSlewViolations = 0
max_freq_ghz = 0.7176
fin_crit_ps = 1394
hold_viol = 0
fin_crit_sh_pct = 77.42
final.setup.worst_slack_ps = 406.4
rsz0062_at_grt = "false"
setup_viol = 0
tns_ps = 0
tightest_slew_ps = 149.9

[finish]
post-route-util_pct = 8.791
layout-drive-gt1-share_pct = 16.67
final_area_um2 = 300.3
area_delta_synth_final_pct = 45.45
instances_no_fill = 70
fillers = 410

[pwr]
power_density_nw_per_um2 = 801.9
power_mw = 0.2408
leakage_nw = 0.1113
vdd_ir_drop_max_mv = 0.1684

[run]
maxCapViolations = 0
warnings = 26

[floorplanning]
fp_util_pct = 6.044
placementRows = 21
die-area_um2 = 6400
die_h_um = 80
die_w_um = 80
core_area_um2 = 3416
ios = 2

[routing]
antenna_left = 0
first_iter_violations = 1
num_vias = 140
wirelength_um = 286
drc_errors = 0
first_pass_iters = 3
wl_per_cell_um = 4.086
via_per_inst = 2.000
insertedDiodeCount = 0

[global_routing]
grt_max_degree = 6
overflow = 0
antenna_found_initial = 0
grt_pass1_vias = 141
grt_pass1_wl_um = 538
grt_usage_pct = 0.9276

[hold_path]
hold_depth = 1
hold_class = "reg -> reg"

[status]
status = "complete, no violations"
-- power breakdown --
group          switching, mW  internal (mW)
registers                  0          0.114
clock network         0.0429         0.0836
logic                      0              0
-- worst min-delay path by stage --
stage | start | endpoint | slack [ps]
global route | txCounter[0]$_SDFF_PN0_ | txCounter[0]$_SDFF_PN0_ | 490
finish | txCounter[0]$_SDFF_PN0_ | txCounter[0]$_SDFF_PN0_ | 470
CTS | txCounter[0]$_SDFF_PN0_ | txCounter[0]$_SDFF_PN0_ | 480
-- worst reg2reg max path: stages (launching register included) --
cell and delay, ps:
dfxtp_1 380, ha_1 210, and3_1 220
-- cell usage in the layout, fill, tap and decap left out, drive strengths merged --
master	netlist	routed
and3	1	1
clkdlybuf4s50	0	1
nor2b	1	1
a311o	1	1
clkbuf	0	4
nand2	1	1
inv	3	3
and4b	1	1
ha	2	2
dfxtp	4	4
nor2	2	2
edfxtp	1	1
a21oi	1	1
mux2	1	1
-- layout make-up --
| type | count | area (um^2) | share of cell area, % |
|---|---|---|---|
| flip-flops and latches | 5 | 110.1 | 36.67 |
| multi-input cells | 11 | 85.08 | 28.33 |
| well taps | 46 | 57.56 | 19.17 |
| clock buffers | 4 | 26.28 | 8.750 |
| inverters | 3 | 11.26 | 3.750 |
| repair buffers | 1 | 10.01 | 3.333 |
-- sequential cells by signal, summed over array words and instances (netlist names) --
signal,cells
txClk,1
txCounter,4
-- layer usage --
metal,share of wire (%),routed length (um),track usage (%)
met1,45,129,1.135
met2,53,152,1.525
met3,1.4,4,0
met4,0,0,0.7042
met5,0,0,0
-- cell families after synthesis --
kind of cell               count (synthesis)
and+or+nand+nor                            6
DFF                                        5
buffers and inverters                      3
AOI/OAI and AO/OA                          2
adders and majority gates                  2
muxes                                      1
Power and IR drop assume default switching activity.
